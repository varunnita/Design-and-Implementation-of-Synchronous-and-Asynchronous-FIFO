==> design.v <==
`timescale 1ns / 1ps
module syn_fifo(
    input clk,
    input rst_n,
    input wr_en_i,
    input [7:0] data_i,
    output full_o,
    input rd_en_i,
    output reg[7:0] data_o,
    output empty_o
    );
    parameter DEPTH =8;
    reg [7:0] mem[0:DEPTH-1];
    reg [2:0] wr_ptr;
    reg [2:0] rd_ptr;
    reg [3:0] count;
    assign full_o = (count == DEPTH);
    assign empty_o = (count == 0);
    always @(posedge clk or negedge rst_n)
    begin
      if(!rst_n) begin
       wr_ptr <= 0;
      end else begin
      if(wr_en_i == 1) begin
       mem[wr_ptr] <= data_i;
        wr_ptr <= wr_ptr + 1; 
       end
    end
    end
      always @(posedge clk or negedge rst_n)
    begin
      if(!rst_n) begin
       rd_ptr <= 0;
      end else begin
      if(rd_en_i == 1) begin
       data_o = mem[rd_ptr];
        rd_ptr <= rd_ptr + 1; 
       end
    end
    end
    always@(posedge clk or negedge rst_n) begin
    if(!rst_n) begin
    count <= 4'd0;
    end
    else begin
     case({wr_en_i, rd_en_i})
      2'b10: count <= count+1;
      2'b01: count <= count-1;
      2'b11: count <= count;
      2'b00: count <= count;
      default: count<=count;
     endcase
  end
  end
endmodule
==> run.sh <==
#!/bin/bash
# OpenROAD 26Q1-2900-gdf79404cd8, Yosys 0.63+post, stock flow scripts
make -C /OpenROAD-flow-scripts/flow DESIGN_CONFIG=/design/flow/config.mk WORK_HOME=/design/flow/orfs finish
==> config.mk <==
export PLATFORM = sky130hd
export DESIGN_NAME = syn_fifo
export DESIGN_NICKNAME = syn_fifo
export VERILOG_FILES = /design/flow/design.v
export SDC_FILE = /design/flow/constraint.sdc
export NUM_CORES = 4
export LEC_CHECK = 1
export CORE_UTILIZATION = 50
==> constraint.sdc <==
current_design syn_fifo

set clk_period 2.4
set clk_io_pct 0.2

create_clock -name clk0 -period $clk_period [get_ports {clk}]

set non_clock_inputs [all_inputs -no_clocks]
set_input_delay [expr $clk_period * $clk_io_pct] -clock clk0 $non_clock_inputs
set_output_delay [expr $clk_period * $clk_io_pct] -clock clk0 [all_outputs]
==> flow_metrics.tcl <==
# place-and-route summary
set metrics [dict create \
    crit-reg2reg-launch "rd_ptr[0]" \
    die-height_um 83.99 \
    path_buffers 1 \
    syn_avg_cell_area_um2 16.08 \
    edf_count 72 \
    place_worst_setup_slack_ns 0.04833 \
    syn_inst 209 \
    setup-tns-final_ns 0 \
    p_leak_nw 1.448 \
    clock_skew_ns 0.006954 \
    clock_sinks 82 \
    cellPowerDensity_nw_per_um2 1127 \
    crit_path_frequent_cell "ha_1" \
    min_period_ns 2.094 \
    start_kind "register" \
    synth_top_flop_cell "edfxtp_1" \
    period_used_share 0.8724 \
    synth_seq_share 0.7178 \
    die_area_um2 7053 \
    dp_cells 318 \
    drtAntennaViolNets 0 \
    insertion_delay_ns 0.34 \
    design_area_um2 3974 \
    clock_path_buffers 2 \
    slew_violations 0 \
    common_cells "edfxtp_1, ha_1, nand2_1, nor2_1, dfrtp_1" \
    peakVddDrop_mv 0.5238 \
    most_common_cell "edfxtp_1" \
    drt-pass1-iter-count 46 \
    initCoreUtil 0.5233 \
    async_reset_ff_frac 0.1220 \
    required_ns 2.47 \
    crit_family "simple AND/OR/NAND/NOR gates" \
    die_w_um 83.99 \
    cp_slowest_stage_delay_ns 0.43 \
    finalWirelength_um 6481 \
    crit_arrival_ns 2.16 \
    avgViaCountPerCell 5.722 \
    crit_chain "ha_1, ha_1, nor4_4, nand2b_2, buf_4, nor2_1, a41oi_1" \
    wire_per_inst_um 19.40 \
    via_count 1911 \
    synthTopCellsByArea "edfxtp_1, dfrtp_1, ha_1" \
    track_usage 0.2153 \
    regToRegSetupSlack_ns 0.31 \
    ys_cells 209 \
    hold_class "in -> async" \
    core_area_um2 6422 \
    synth-area-yosys_um2 3361 \
    diodes 0 \
    p_total_mw 4.479 \
    hpwl_um 4167 \
    ys_types 36 \
    final_util 0.6187 \
    placement_rows 29 \
    ctsHtreeMaxLevel 3 \
    gp_congestion 0.8247 \
    numSynthFlops 82 \
    violations "DRC" \
    drive_gt1_frac 0.1751 \
    grt_pass1_vias 1967 \
    placed_area_um2 3756 \
    ctsHoldBuffers 0 \
    final.setup.worst_slack_ns 0.3062 \
    grt_max_degree 15 \
    area_growth_pct 18.24 \
    maxCapViolCount 0 \
    io_buffers 21 \
    cts-resized-gates 0 \
    synth_area_leader_cell "edfxtp_1" \
    end_kind "register" \
    reg2reg_to "data_o[1]" \
    post-cts-setup-buffers 0 \
    clk_pin_slew_ns 0.08 \
    yosys_warnings 2 \
    hold_violations 0 \
    antenna_found_initial 0 \
    syn-cell-area_um2 3361 \
    tool_warnings 34 \
    cts_tree "done" \
    ios 22 \
    cts_inserted_buffers 9 \
    fmax_mhz 477.6 \
    drc 6 \
    reg2reg_depth 7 \
    setup_violations 0 \
    maxSlewHeadroom 0.5219 \
    cts_root_buf "clkbuf_8" \
    cp.depth 7 \
    yosysTopAreaCellShare 0.6433 \
    path_max_fanout 9 \
    grt_pass1_wl_um 10330 \
    status "finished with violations" \
    tightest_slew_ns 0.7171 \
    rsz0062_at_grt "no" \
    slowest_stage "dfrtp_1" \
    initialDrtViolationCount 93 \
    critPathKind "reg -> reg" \
    fin_cells 334 \
    hold_ws_ns 0.4333 \
    grt.overflow.total 0 \
]
-- power by group --
| group | leakage, nW | switching [mW] | internal [mW] | total (mW) |
|---|---|---|---|---|
| combinational | 0.571 | 0.769 | 0.700 | 1.47 |
| clock | 0.107 | 0.466 | 0.584 | 1.05 |
| sequential | 0.771 | 0.135 | 1.82 | 1.96 |
-- registers in the layout (all words and copies together) (netlist names) --
name and count:
wr_ptr 3, mem 64, data_o 8, count 4
rd_ptr 3
-- worst max-delay path by stage --
| stage | start | end | slack, ns |
|---|---|---|---|
| after CTS | rd_ptr[0] | data_o[1] | 0.28 |
| after global routing | rd_ptr[0] | data_o[1] | 0.14 |
| final | rd_ptr[0] | data_o[1] | 0.31 |
-- area by class of cell --
class                           count  area (um2)
Tap cell                           77       96.34
Inverter                            7       26.28
Sequential cell                    82        2412
Multi-Input combinational cell    112       868.3
Fill cell                         450        2449
Timing Repair Buffer               40       352.8
Clock buffer                        9       123.9
Clock inverter                      7       93.84
-- cells by family after synthesis --
| logic type | count (synthesis) | synth area share |
|---|---|---|
| flops | 82 | 0.7178 |
| buf+inv | 15 | 0.02383 |
| simple gates | 45 | 0.06776 |
| xor+xnor | 7 | 0.01824 |
| fa+ha+maj | 15 | 0.05585 |
| compound gates | 35 | 0.08153 |
| mux | 10 | 0.03500 |
-- routing by layer --
layer	part of all wire	vias to the layer above	track usage
li1	-	896	-
met1	0.41	918	0.3223
met5	0	-	0
met2	0.48	92	0.3219
met4	0.0071	0	0.03762
met3	0.11	5	0.1034
-- cells in the final DEF (no fill, tap or decap), drive strengths merged, types with 2 or more instances in the layout --
cell / n
nor2b: 3
edfxtp: 72
a22oi: 2
a221oi: 5
buf: 19
dfrtp: 10
nor4: 2
inv: 7
o21ai: 5
xor2: 6
clkinv: 4
a22o: 4
bufinv: 2
a21oi: 2
mux2: 8
a222oi: 7
a31oi: 5
and3: 2
clkdlybuf4s50: 21
clkbuf: 9
ha: 15
mux2i: 2
nand3: 2
a41oi: 4
and2: 2
nand2: 15
nor2: 15
-- worst register-to-register path: stages, from the launching register on --
cell	delay, ns
dfrtp_1	0.43
ha_1	0.24
ha_1	0.28
nor4_4	0.31
nand2b_2	0.22
buf_4	0.22
nor2_1	0.08
a41oi_1	0.05
No activity file was given, so power comes from the tool's default toggle rates.
